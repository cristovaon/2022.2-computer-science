[./config.mk]
export PLATFORM = sky130hd
export DESIGN_NAME = circuit
export DESIGN_NICKNAME = circuit
export VERILOG_FILES = /design/flow/design.v
export SDC_FILE = /design/flow/constraint.sdc
export NUM_CORES = 4
export LEC_CHECK = 1
export CORE_AREA = 10 10 70 70
export DIE_AREA = 0 0 80 80
[./constraint.sdc]
current_design circuit

set clk_period 5.1
set clk_io_pct 0.2

create_clock -name clk0 -period $clk_period

set non_clock_inputs [all_inputs -no_clocks]
set_input_delay [expr $clk_period * $clk_io_pct] -clock clk0 $non_clock_inputs
set_output_delay [expr $clk_period * $clk_io_pct] -clock clk0 [all_outputs]
[./design.v]
parameter NUM_BITS=7;
module circuit(
  input logic [NUM_BITS:0] A, B,
  input logic[1:0] F,
  output logic [NUM_BITS:0] OUT,
  output logic FLAG_O
);
  wire[NUM_BITS:0] sum = A+B;
  always_comb begin
    case (F)
      2'b00 : OUT = A & B;
      2'b01 : OUT = A | B;
      2'b10 : OUT = A + B;
      2'b11 : OUT = A - B;
    endcase
    FLAG_O <= ~(A[NUM_BITS] ^ B[NUM_BITS]) & (sum[NUM_BITS] ^ A[NUM_BITS]);
  end
endmodule
[./run.sh]
#!/bin/bash
# OpenROAD 26Q1-2900-gdf79404cd8, Yosys 0.63+post, stock flow scripts
make -C /OpenROAD-flow-scripts/flow DESIGN_CONFIG=/design/flow/config.mk WORK_HOME=/design/flow/orfs finish
==> flow_summary.json <==
{
  "coreArea_um2": 3420,
  "maxSlewViolCount": 0,
  "wl_per_cell_um": 11.2,
  "ctsResizeCount": 0,
  "place_ws_ns": 0.463,
  "regArea_um2": 0,
  "grt_pass1_vias": 963,
  "final.period_utilization": 0.908,
  "slowest_delay_ns": 0.52,
  "outcome": "completed",
  "slew_headroom": 0.612,
  "crit_end": "OUT[6]",
  "yosys_area_um2": 963,
  "hold_ws_ns": 3.11,
  "hold_buffers": 0,
  "die_area_um2": 6400,
  "synthMostInstantiatedCell": "inv_1",
  "io_pins": 27,
  "area_leaders": "ha_1, inv_1, nand2_1",
  "fp_util": 0.282,
  "hp-start": "A[7]",
  "drc_errors": 0,
  "grt_max_degree": 29,
  "worstPathRequired_ns": 4.08,
  "antenna_cells": 0,
  "crit_arrival_ns": 3.61,
  "postCtsSetupRepairBufs": 0,
  "endpoint_kind": "output port",
  "syn_area_per_cell_um2": 6.69,
  "drv_cap": 0,
  "peakVddDrop_v": 0.0000287,
  "die_w_um": 80,
  "netlist.area_leader.share": 0.299,
  "layout_setup_ws_ns": 0.471,
  "synthToLayoutAreaGrowth_pct": 32.1,
  "gp_congestion": 0.902,
  "fin_setup_tns_ns": 0,
  "synth_top_cell_by_area": "ha_1",
  "path_cells": "clkdlybuf4s50_1 > inv_1 > ha_1 > inv_1 > fa_1 > nand2b_1 > a21o_1 > a211o_1 > a2111o_1 > o311ai_1 > clkdlybuf4s50_1",
  "fmax_mhz": 216,
  "die_h_um": 80,
  "ys_seq_share": 0,
  "grt-ovfl-total": 0,
  "crit_start": "A[0]",
  "first_pass_iters": 4,
  "cp_slowest_cell": "clkdlybuf4s50_1",
  "yosysCellCount": 144,
  "grt_pass1_wl_um": 4210,
  "cp_max_fo": 2,
  "vias_per_cell": 4.74,
  "antenna_found_initial": 0,
  "io_buffers": 27,
  "start_kind": "input port",
  "ys_types": 38,
  "min_period_ns": 4.63,
  "track_usage": 0.0745,
  "syn-instance-count": 144,
  "p_leak_nw": 0.575,
  "via_count": 1004,
  "clkbuf_count": 0,
  "worst_pin_slew_ns": 0.580,
  "power_density_nw_per_um2": 90.5,
  "path_class": "in2out",
  "ant_nets": 0,
  "drt-initial-drc-count": 66,
  "syn_area_um2": 963,
  "numSequentialCells": 0,
  "fillers": 369,
  "hold_violations": 0,
  "hpwl_um": 1950,
  "grt_setup_unrepaired": "false",
  "ys_warn_count": 1,
  "top_cells_by_count": "inv_1, ha_1, nand2_1",
  "hp-class": "in2out",
  "rows": 21,
  "warning_count": 47,
  "routed_wl_um": 2380,
  "drive_gt1_frac": 0.00602,
  "setup_viol": 0
}
==> where the power goes <==
group	internal (W)	switching [W]	leakage, nW	total, W
Clock	0	0	0	0
Sequential	0	0	0	0
Combinational	0.0000619	0.0000533	0.575	0.000115
==> placed cells by master, fill, tap and decap left out, types with 2 or more instances in the layout <==
cell | netlist | layout
o21ai_0 | 12 | 12
o21ai_1 | 3 | 3
or3_1 | 2 | 2
nand2b_1 | 3 | 3
o211ai_1 | 3 | 3
a41oi_1 | 2 | 2
xnor2_1 | 2 | 2
nand2_1 | 17 | 17
clkdlybuf4s50_1 | 0 | 27
a21oi_1 | 7 | 7
ha_1 | 23 | 23
inv_1 | 25 | 25
nor2b_1 | 3 | 3
nor2_1 | 10 | 10
a211oi_1 | 3 | 3
o311ai_1 | 2 | 2
fa_1 | 2 | 2
==> per-stage QoR <==
step,cells,power (W),util,instance area [µm²]
2_1_floorplan,144,0.0000658,-,963
3_3_place_gp,212,0.000115,0.373,1270
3_5_place_dp,212,0.000116,0.373,1270
4_1_cts,212,0.000117,0.373,1270
5_1_grt,212,0.000133,0.373,1270
6_report,212,0.000115,0.373,1270
==> per-layer routing <==
layer	GRT usage	up-vias	part of all wire
met5	0	-	0
met4	0	0	0
met3	0.0102	0	0.048
met2	0.122	16	0.44
met1	0.107	447	0.51
li1	-	541	-
==> cell families (layout without fill, tap and decap cells) <==
family	after synthesis	count (layout)	share of synthesized area
AOI/OAI and AO/OA	43	43	0.295
adders and majority gates	25	25	0.340
muxes	1	1	0.0104
xor gates and xnor gates	3	3	0.0273
and+or+nand+nor	41	41	0.203
buffers and inverters	31	53	0.125
==> worst max-delay path, delay by kind of cell <==
| family | cells | cell delay (ns) |
|---|---|---|
| buffers and inverters | 4 | 1.13 |
| AOI/OAI and AO/OA | 4 | 1.00 |
| adders and majority gates | 2 | 0.40 |
| and+or+nand+nor | 1 | 0.06 |
==> final cells by class <==
| type | instances | area, µm² | share of cell area |
|---|---|---|---|
| multi-input cells | 113 | 843 | 0.663 |
| repair buffers | 28 | 278 | 0.218 |
| inverters | 25 | 93.8 | 0.0737 |
| well taps | 46 | 57.6 | 0.0452 |
==> how the worst min path moves through the flow <==
stage,to,cells after the start
4_1_cts,FLAG_O,5
5_1_grt,FLAG_O,5
6_report,FLAG_O,5
Power figures rest on the tool's default switching activity, not on a simulated workload.
