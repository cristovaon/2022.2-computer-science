File: /design/flow/design.v
parameter NUM_OF_BITS=8;
module bits_adder(
  input signed [NUM_OF_BITS-1:0] num1, num2,
  input logic carry_in,
  output signed [NUM_OF_BITS-1:0] sum,
  output logic carry_out
);
  wire[NUM_OF_BITS-1:0] intermediate_sum;
  wire[NUM_OF_BITS-1:0] carry;
  full_adder fa0(num1[0], num2[0], carry_in, intermediate_sum[0], carry[0]);
  full_adder fa1(num1[1], num2[1], carry[0], intermediate_sum[1], carry[1]);
  full_adder fa2(num1[2], num2[2], carry[1], intermediate_sum[2], carry[2]);
  full_adder fa3(num1[3], num2[3], carry[2], intermediate_sum[3], carry[3]);
  full_adder fa4(num1[4], num2[4], carry[3], intermediate_sum[4], carry[4]);
  full_adder fa5(num1[5], num2[5], carry[4], intermediate_sum[5], carry[5]);
  full_adder fa6(num1[6], num2[6], carry[5], intermediate_sum[6], carry[6]);
  full_adder fa7(num1[7], num2[7], carry[6], intermediate_sum[7], carry[7]);
  assign sum = intermediate_sum;
  assign carry_out = carry[7];
endmodule
module full_adder (
  input logic a, b, cin,
  output logic sum, cout
);
  always_comb begin
  	sum <= a ^ b ^ cin;
    cout <= (a & b) | (cin & (a ^ b));
  end
endmodule
File: /design/flow/run.sh
#!/bin/bash
# OpenROAD 26Q1-2900-gdf79404cd8, Yosys 0.63+post, stock flow scripts
make -C /OpenROAD-flow-scripts/flow DESIGN_CONFIG=/design/flow/config.mk WORK_HOME=/design/flow/orfs finish
File: /design/flow/config.mk
export PLATFORM = sky130hd
export DESIGN_NAME = bits_adder
export DESIGN_NICKNAME = bits_adder
export VERILOG_FILES = /design/flow/design.v
export SDC_FILE = /design/flow/constraint.sdc
export NUM_CORES = 4
export LEC_CHECK = 1
export CORE_AREA = 10 10 70 70
export DIE_AREA = 0 0 80 80
File: /design/flow/constraint.sdc
current_design bits_adder

set clk_period 10.2
set clk_io_pct 0.2

create_clock -name clk0 -period $clk_period

set non_clock_inputs [all_inputs -no_clocks]
set_input_delay [expr $clk_period * $clk_io_pct] -clock clk0 $non_clock_inputs
set_output_delay [expr $clk_period * $clk_io_pct] -clock clk0 [all_outputs]
==> changes_impl.md <==
### Changed

* Area leader, netlist: fa_1
* Fin crit share at around four fifths
* Core area at roughly 3400 µm²
* Mean Syn Cell Area at approximately 10 µm²
* Floorplan row count at 21
* Peak VDD IR at between 0.015 and 0.02 mV
* Yosys stat area at approximately 260 µm²
* Most Crowded Layer GR: met1
* GRT overflow at 0
* Die Ht at 80 µm
* ANT cells at 0
* Slew @ Worst Pin at about 110 ps
* Flop count at 0
* Post-CTS Setup Inserts at 0
* Tool Warnings at 32
* All-Layer GR Usage at around 2.3%
* Routing usage on met2 at 2.49%
* Setup TNS at 0 ps
* Residual DRC count at 0
* Yosys Instances at 26
* PwrDens at around 50 nW/µm²
* Vias in the first global route at about 250
* Routability congestion estimate at approximately 0.80
* First-pass GRT wire length at ~1.2 mm
* Vias/cell at approximately 2.4
* Sequential share of the synthesized area at 0%
* Core Util, Final at roughly 15%
* Layout cells sized above 1 at 0%
* Syn. warnings at 1
* Initial antenna violation count at 0
* Max Freq at 0.124 GHz
* GR Util met1 at ~3.2%
* P&R area growth vs syn at 100%
* Post-synth top cells: inv_1, buf_4, fa_1
* Slew HR at about 93%
* Area leader share at approximately 62%
* Hold Vio Cnt, Final at 0
* Slew Viols, Final at 0
* Register area at 0 µm²
* Port buffer count at 26
* Top-count cell post-synth: inv_1
* # IOs at 26
* Post-CTS resize count at 0
* Req. time, crit path at between 8000 and 9000 ps
* Die ar. at 6400 µm²
* CLK BUF at 0
* Post-route ant nets at 0
* Hold Crit Class: primary input to primary output
* Number of detailed-route iterations in the first pass at 1
* CP startpoint kind: primary input
* Die width at around 80 µm
* Crit end category: primary output
* Top cells by area: fa_1, buf_4, inv_1
* Avg WL per Cell at between 8 and 9 µm
* # setup viols final at 0
* Detailed Route WL at between 700 and 800 µm
* Fin crit period at around 8100 ps
* Status: complete, no violations
* Critical Path Fanout Max at 1
* Post-DP HPWL at between 700 and 800 µm
* Unrepaired setup endpoints after global routing: no
* FP Util at ~7.5%
* WP data arrival at around 6000 ps
* Post-Syn Instances at 26
* Drt initial violations at 0
* Power, Total at approximately 26 µW
* Synth Cell Area at roughly 260 µm²
* Largest net degree at the start of global routing at 2
* Distinct cells, synth at 3
* Max Cap Viol at 0
* Leak at 0.000213 µW
* DR vias at approximately 220
* Met3 GRT Util at under 10%
* Worst Path Class, Setup: primary input to primary output
* Hold Buf Count CTS at 0
[cell usage in the layout (no fill, tap or decap)]
| master | netlist | routed |
|---|---|---|
| inv_1 | 10 | 10 |
| clkdlybuf4s50_1 | 0 | 26 |
| fa_1 | 8 | 8 |
[final cells by class]
class                      count  area [µm²]
tap                           46        57.6
inverter                      10        37.5
fill                         397        2900
timing repair buffer          26         260
multi-input combinational      8         160
[cell families (layout without fill, tap and decap cells)]
| family | Yosys count | count (layout) | synth area share (%) |
|---|---|---|---|
| buffers and inverters | 18 | 36 | 37.9 |
| adder cells (fa/ha/maj) | 8 | 8 | 62.1 |
[worst max-delay path, cell delays in order]
cell	delay, ps
clkdlybuf4s50_1	400
inv_1	80
fa_1	160
inv_1	50
fa_1	380
fa_1	390
fa_1	400
fa_1	390
fa_1	380
fa_1	370
inv_1	70
fa_1	400
inv_1	60
clkdlybuf4s50_1	470
[report_power, final]
| part | switching [µW] | internal [µW] |
|---|---|---|
| Clock | 0 | 0 |
| Combinational | 6.80 | 19.6 |
| Sequential | 0 | 0 |
[per-stage QoR]
step	area, µm²	instances	worst slack [ps]	hold slack (ps)
3_5_place_dp	515	90	2080	5120
2_1_floorplan	258	26	3020	4300
3_3_place_gp	515	90	2130	5130
6_report	515	90	2120	5120
4_1_cts	515	90	2080	5130
5_1_grt	515	90	1880	5170
[layer usage]
layer | wire, µm | share of wire (%)
met1 | 325 | 44
met2 | 184 | 25
met3 | 225 | 31
met4 | 0 | 0
met5 | 0 | 0
[path summary, 6_finish.rpt]
check	start	endpoint	slack [ps]	cells past startpoint
setup / recovery	num1[0]	sum[7]	2120	14
hold / removal	carry_in	sum[0]	5120	5
Power is estimated from default activity; no workload was simulated.
