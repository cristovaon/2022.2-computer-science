$ cat /design/flow/config.mk
export PLATFORM = sky130hd
export DESIGN_NAME = ram_rw
export DESIGN_NICKNAME = ram_rw
export VERILOG_FILES = /design/flow/design.v
export SDC_FILE = /design/flow/constraint.sdc
export NUM_CORES = 4
export LEC_CHECK = 1
export CORE_AREA = 10 10 87 87
export DIE_AREA = 0 0 97 97
$ cat /design/flow/constraint.sdc
current_design ram_rw

set clk_period 1.3
set clk_io_pct 0.2

create_clock -name clk0 -period $clk_period [get_ports {clk}]

set non_clock_inputs [all_inputs -no_clocks]
set_input_delay [expr $clk_period * $clk_io_pct] -clock clk0 $non_clock_inputs
set_output_delay [expr $clk_period * $clk_io_pct] -clock clk0 [all_outputs]
$ cat /design/flow/design.v
parameter ADDR_LENGTH = 2;
parameter DATA_LENGTH = 4;
module ram_rw(
  input logic clk, SEL, reset,
  input logic [DATA_LENGTH-1:0] Din,
  input logic [ADDR_LENGTH-1:0] Addr,
  output logic [DATA_LENGTH-1:0] Dout
);
  logic [DATA_LENGTH-1:0] mem [0:(1 << ADDR_LENGTH)-1];
  always_ff @(posedge clk) begin
      if (SEL) begin   
        if (reset)
          mem[Addr] <= 4'b0000;
        else
          mem[Addr] <= Din;
      end
    else       
      Dout <= mem[Addr];
  end
endmodule
$ cat /design/flow/run.sh
#!/bin/bash
# OpenROAD 26Q1-2900-gdf79404cd8, Yosys 0.63+post, stock flow scripts
make -C /OpenROAD-flow-scripts/flow DESIGN_CONFIG=/design/flow/config.mk WORK_HOME=/design/flow/orfs finish
==> run summary <==
run results: ys cells 34, crit path max fanout 5, CP required 1.29 ns, Port-buffer cells 12, die width 97 um, Post-Syn Instances 34, largest net degree at the start of global routing 13, crit path DAT 1.20 ns, Root Buffer clkbuf_8, GRT Overall Usage 0.0290, Distinct lib cells used 8, part of the power in registers 0.521, Critical R2R Capture Dout[3], Max Slew Vio Count 0, I/O Pins 13, HPWL Detailed 1030 um, dominant logic cell type in the layout edfxtp_1, Slew HR 0.783, Final Hold Viols 0, diode count 0, count of tool warnings 25, final WL 1290 um, chip height 97 um, Largest cells by area edfxtp_1, mux4_2, and3b_1, Pre-antenna DRT Iters 2, Worst Max-Slew Pin Slew 0.325 ns, Gate power share 0.063, Max Root-Sink Buffers 2, critical path startpoint category primary input, first-pass GRT wire length 2270 um, Flops after synth 20, post-synthesis cell area 776 um2, Peak supply drop 833 uV, Final Cycle Share 0.929, grt ovf 0, Max Cap Viol 0, AO/OA Area Share 0, Yosys top cell area share 0.774, minimum clock period 1.21 ns, Peak Freq 828 MHz, Largest logic family multiplexers, vias per cell 3.14, crit-path leading delay family multiplexers, Critical R2R Launch mem[3][3], final setup fails 0, Initial Util 0.138, DR iter-0 viols 15, WL/cell 10.4 um, worst r2r path cells 1, routability congestion estimate 0.771, clk slew on worst S/H paths 0.07 ns, post-placement cell count 120, Leak 0.348 nW, number of clock sinks 20, chip area in the Yosys report 776 um2, routed vias 389, antenna violations before repair 0, clock latency (worst-skew pair) 0.25 ns, layout cells sized above 1 0.269, sequential-to-total area share from yosys stat 0.774, drt drc 0, CP max-delay cell mux4_2, crit end category register, Hold Path End Dout[0], FP Rows 27, yosys warning tally 1, antenna viol nets, final 0, Core Box Area 5640 um2, Synth-to-Final Area Change 37.3%, outcome completed, crit path kind in2reg, clock power share 0.415, PD cells 1360 nW/um2, yosys adder share 0, chip area 9410 um2, worst hold path stage count 2, FF-to-FF setup slack 0.20 ns, dominant logic cell types in the final layout edfxtp_1, clkdlybuf4s50_1, dlygate4sd2_1, mux4_2, and3b_1, WHS 0.575 ns, area fraction in mux cells 0.116, CTS tree built, RSZ-0062 raised after global routing no, Internal Power 0.00121 W, CP Cell Sequence dlygate4sd2_1 -> mux4_2, total negative slack 0 ns, H-Tree Depth 1, fillcell total 588, Post CTS Setup Buffer Count 0, Mean Syn Cell Area 22.8 um2, vias in the first global route 442, Worst Hold Class in2reg, crit-path max cell delay 0.55 ns, Buf+Inv Stages, Crit Path 1, CTS Buf Count 3, Synth area leader edfxtp_1, Switching Share 0.161, xor/xnor share 0, Net Sw Power 0.000233 W, Final Non-Filler Cells 124, Basic Gates by Area 0.0903, hold_sp Addr[1], Worst Skew 0.000572 ns
==> cell type report <==
| cell class | count | area [um2] | share of cell area |
|---|---|---|---|
| clock buffers | 3 | 41.3 | 0.0388 |
| clock inverters | 1 | 30.0 | 0.0282 |
| inverters | 1 | 3.75 | 0.00353 |
| multi-input cells | 12 | 160 | 0.150 |
| flip-flops and latches | 20 | 601 | 0.564 |
| well taps | 72 | 90.1 | 0.0846 |
| repair buffers | 15 | 139 | 0.130 |
==> per-stage QoR <==
stage / total power (W) / setup slack, ns / cell area [um2] / utilization
after floorplan: 0.000803 / 0.162 / 776 / -
after global placement: 0.000861 / -0.443 / 997 / 0.177
after detailed placement: 0.000868 / -0.474 / 997 / 0.177
after CTS: 0.00147 / 0.0223 / 1060 / 0.188
after global routing: 0.00150 / 0.0196 / 1060 / 0.189
final: 0.00144 / 0.0917 / 1060 / 0.189
==> cells by family (layout without fill, tap and decap cells) <==
logic type,Yosys count,count (layout)
mux,4,4
flops,20,20
buf+inv,2,20
simple gates,8,8
==> cell usage after synthesis <==
library cell and instances:
nor3b_1 1, and3_2 1, edfxtp_1 20, buf_6 1
and3b_1 4, inv_1 1, mux4_2 4, and3b_2 2
==> how the worst max path moves through the flow <==
stage | start | to | slack [ns] | depth (start not counted)
final | Addr[0] | Dout[3] | 0.09 | 2
after CTS | Addr[1] | mem[0][0] | 0.02 | 3
after global routing | Addr[0] | Dout[1] | 0.02 | 2
==> flip-flops by register name, indices dropped and copies added, names as in the netlist <==
name	count
mem	16
Dout	4
==> timing repair <==
item	4_1_cts	5_1_grt
hold buffers	0	0
setup endpoints to repair	24	4
resized	5	1
==> power by group through the flow <==
stage | combinational (W) | sequential [W] | clock [W]
5_1_grt | 0.000101 | 0.000756 | 0.000648
6_report | 0.0000914 | 0.000753 | 0.000600
4_1_cts | 0.0000930 | 0.000753 | 0.000620
==> metal layers <==
| layer | wire (um) | GRT usage |
|---|---|---|
| met1 | 647 | 0.0400 |
| met2 | 481 | 0.0368 |
| met3 | 143 | 0.0186 |
| met4 | 21 | 0.00676 |
| met5 | 0 | 0 |
Power figures rest on the tool's default switching activity, not on a simulated workload.
